[design.v]
`timescale 1ns / 1ps
module Smart_Living_Space(
    input wire clock,                    
    input wire mode_select,              
    input wire motion_sensor,            
    input wire smoke_sensor,             
    input wire gas_leak_sensor,          
    input wire door_sensor,              
    input wire temperature_sensor_high,  
    input wire temperature_sensor_low,   
    input wire manual_light_control,     
    input wire manual_fan_control,       
    input wire manual_ac_control,        
    input wire manual_heating_control,   
    input wire manual_cooling_control,   
    output reg light_output,             
    output reg fan_output,               
    output reg ac_output,                
    output reg alarm_output,             
    output reg emergency_shutdown,       
    output reg heating_system_output,    
    output reg cooling_system_output     
);
    localparam AUTO_MODE = 1'b0;
    localparam MANUAL_MODE = 1'b1;
    reg [1:0] heating_status;           
    reg [1:0] cooling_status;           
    always @(posedge clock) begin
        if (mode_select == AUTO_MODE) begin
            if (motion_sensor || door_sensor) 
                light_output <= 1'b1;   
            else 
                light_output <= 1'b0;   
            if (motion_sensor) 
                fan_output <= 1'b1;     
            else 
                fan_output <= 1'b0;     
            if (motion_sensor) 
                ac_output <= 1'b1;      
            else 
                ac_output <= 1'b0;      
            if (smoke_sensor || gas_leak_sensor)
                alarm_output <= 1'b1;   
            else
                alarm_output <= 1'b0;   
            if (smoke_sensor || gas_leak_sensor)
                emergency_shutdown <= 1'b1;   
            else
                emergency_shutdown <= 1'b0;   
            if (temperature_sensor_low) begin
                heating_status <= 2'b01;      
                heating_system_output <= 1'b1;
            end 
            else begin
                heating_status <= 2'b00;      
                heating_system_output <= 1'b0;
            end
            if (temperature_sensor_high) begin
                cooling_status <= 2'b10;      
                cooling_system_output <= 1'b1;
            end 
            else begin
                cooling_status <= 2'b00;      
                cooling_system_output <= 1'b0;
            end
        end 
        else if (mode_select == MANUAL_MODE) begin
            light_output <= manual_light_control;
            fan_output <= manual_fan_control;
            ac_output <= manual_ac_control;
            if (manual_heating_control) begin
                heating_status <= 2'b01;     
                heating_system_output <= 1'b1;
            end 
            else begin
                heating_status <= 2'b00;     
                heating_system_output <= 1'b0;
            end
            if (manual_cooling_control) begin
                cooling_status <= 2'b01;     
                cooling_system_output <= 1'b1;
            end 
            else begin
                cooling_status <= 2'b00;     
                cooling_system_output <= 1'b0;
            end
            if (smoke_sensor || gas_leak_sensor) begin
                alarm_output <= 1'b1;
                emergency_shutdown <= 1'b1;
            end 
            else begin
                alarm_output <= 1'b0;
                emergency_shutdown <= 1'b0;
            end
        end
    end
endmodule
[run.sh]
#!/bin/bash
# OpenROAD 26Q1-2900-gdf79404cd8, Yosys 0.63+post, stock flow scripts
make -C /OpenROAD-flow-scripts/flow DESIGN_CONFIG=/design/flow/config.mk WORK_HOME=/design/flow/orfs finish
[config.mk]
export PLATFORM = sky130hd
export DESIGN_NAME = Smart_Living_Space
export DESIGN_NICKNAME = Smart_Living_Space
export VERILOG_FILES = /design/flow/design.v
export SDC_FILE = /design/flow/constraint.sdc
export NUM_CORES = 4
export LEC_CHECK = 1
export CORE_AREA = 10 10 70 70
export DIE_AREA = 0 0 80 80
[constraint.sdc]
current_design Smart_Living_Space

set clk_period 1.0
set clk_io_pct 0.2

create_clock -name clk0 -period $clk_period [get_ports {clock}]

set non_clock_inputs [all_inputs -no_clocks]
set_input_delay [expr $clk_period * $clk_io_pct] -clock clk0 $non_clock_inputs
set_output_delay [expr $clk_period * $clk_io_pct] -clock clk0 [all_outputs]
==> run notes <==
Implementation run completed; key figures follow.

Status:
- The run finished with clean final reports.

Drt:
- The script logs the ratio of routed vias to standard cells as 2.22.
- The detailed router put a total of 295 um of wire on met1.
- The run puts the remaining antenna violation count after routing at 0.
- Signal routing reaches up to met3.
- The routed layout has 191 vias.
- The run puts the met2 wire length at 204 um.
- The run puts the DRC marker count from the first detailed-route iteration at 2.
- Per the detail_route report, routed wire per instance is 8.21 um.
- The run puts the detailed route wirelength on metal3 at 206 um.
- Wires add up to 706 um.
- The run gives the count of unresolved DRC violations after routing as 0.
- According to the report, the first pass of detailed routing completed in 2 iterations.
- The run puts the number of antenna repair diodes at 0.

Floorplanning:
- The run gives the die width as 80 um.
- The share of the core area taken by cells at floorplan is 5.57%.
- The vertical die dimension reported for this design is 80 um.
- The run puts the area enclosed by the die boundary at 6400 um^2.
- The run gives the placeable core area as 3420 um^2.
- The run puts the number of core rows at 21.
- The run gives the count of pins on the block boundary as 20.

Setup path:
- Broken down by cell family, the worst path's largest delay share belongs to flip-flops.
- The run puts the largest driver fanout on the critical path at 1.
- Per the post-run analysis, buffers plus inverters along the critical path come to 1.
- The worst setup path is captured at a primary output.
- The run puts the worst endpoint required time at 0.80 ns.
- Looking at the setup timing report, the critical path kind is flip-flop to primary output.
- The run gives the delay contributed by the slowest stage of the critical path as 0.29 ns.
- The report lists the cells along the critical path as dlygate4sd2_1.
- Data on the critical path arrives at its endpoint at 0.76 ns.
- The run gives the cell type of the slowest stage on the worst timing path as sky130_fd_sc_hd__dfxtp_1.
- The run gives the type of element launching the critical path as a flip-flop.
- The run gives the total stage count of the critical path as 1.

Logic synthesis:
- Once synthesis finished, the tally of register bits stood at 6.
- In the Yosys stats the netlist draws on 8 distinct library cells.
- The run puts the number of synthesized flops with an enable pin at 0.
- The run gives the area reported by Yosys stat as 190 um^2.
- The run gives the number of standard cells after synthesis as 18.
- The main area contributors are sky130_fd_sc_hd__dfxtp_1 63%, sky130_fd_sc_hd__mux2_2 12%, sky130_fd_sc_hd__nand2_1 9.9%.
- The run gives the post-synthesis cell area as 190 um^2.
- The run puts the share of flip-flops with an asynchronous set or reset at 0%.
- For this design, Yosys synthesis ends with a cell count of 18.
- By count the netlist is led by 6 x sky130_fd_sc_hd__dfxtp_1, 5 x sky130_fd_sc_hd__nand2_1, 2 x sky130_fd_sc_hd__mux2_2.
- Post-synth the commonest register cell is sky130_fd_sc_hd__dfxtp_1.
- The run gives the cell type with the highest aggregate area in the netlist as sky130_fd_sc_hd__dfxtp_1.
- The run gives the top-area cell type share of the netlist area as 63.2%.
- The run puts the number of warnings printed during yosys synthesis at 1.
- Dividing the synthesized area by the synthesized cell count gives 10.6 um^2.
- The run puts the sequential fraction of the synthesis area at 63.2%.
- The most common cell in the synthesized netlist is sky130_fd_sc_hd__dfxtp_1.

Place:
- The placement summary gives the final routability congestion estimate as 0.773.
- As logged by OpenROAD, the buffers inserted on ports number 19.
- The run puts the total placed cells including tap cells at 83.
- The run gives the worst slack at placement as -0.202 ns.

Flow run:
- The run gives the total number of warnings across the stage logs as 25.
- The run puts the number of max-cap violations at 0.

Final timing:
- After layout, the worst setup slack is 0.0374 ns.
- The run gives the post-route setup TNS as 0 ns.
- The run gives the timing-limited maximum frequency as 1040 MHz.
- The run gives the shortest clock period the worst path allows after layout as 0.963 ns.
- The run puts the worst slew slack as a fraction of its limit at 92.0%.
- The run gives the number of hold violations in the final report as 0.
- The run puts the number of failing setup endpoints in the final timing report at 0.
- OpenROAD reports that the post-layout worst path occupies 96.3% of the period.
- The run puts the transition time at the pin with the least slew margin at 0.118 ns.
- Setup repair after global routing left no endpoint under its margin.
- The run puts the max-slew violation total from the final report at 0.

Finish:
- The run puts the layout filler cell count at 395.
- The final report lists a non-filler cell total of 86.
- The run puts the area of combinational cells with multiple inputs at 62.6 um^2.
- The run puts the ratio of cells with drive above 1 in the final layout at 22.5%.
- Registers take 123 um^2.
- The run gives the end-of-flow core utilization as 13.5%.
- The run gives the layout overhead on the synthesized area as 142%.

Clock tree:
- The run puts the clock net sink count at 6.
- After clock tree synthesis, the flow added hold-fix buffers numbering 0.
- The run gives the total number of H-tree levels as 1.
- The run gives the CTS clock-pin slew for the worst setup and hold paths as 0.04 ns.
- The run puts the number of setup buffers added after CTS at 0.
- The run puts the maximum buffer depth of the clock tree at 2.
- The CTS report gives the tree buffer count as 3.
- Clock tree synthesis selected as its root buffer the cell sky130_fd_sc_hd__clkbuf_4.
- TritonCTS built the clock tree.

Hold path:
- The run puts the number of cells on the worst hold path at 3.
- The run gives the class of the most critical hold timing path as primary input to flip-flop.

Power and ir drop:
- In this run the static leakage power is 0.181 nW.
- The run puts the total power density per cell area at 1250 nW/um^2.
- The run gives the worst IR drop on VDD as 0.255 mV.
- The completed layout was analyzed and its total power is 0.000574 W.

Global routing:
- The initial antenna violation count came to 0.
- The run gives the overall fraction of global-route tracks in use as 2.09%.
- The run puts the via count of the first global-routing pass at 180.
- The run puts the remaining global-route overflow at 0.
- The run gives the first-pass GRT wire length as 945 um.
- The run gives the pin count of the biggest net entering global routing as 6.
-- layer usage --
| layer | GRT usage, % | up-vias |
|---|---|---|
| li1 | - | 100 |
| met1 | 2.34 | 71 |
| met3 | 2.95 | 0 |
| met4 | 0.176 | 0 |
| met2 | 2.25 | 20 |
| met5 | 0 | - |
-- metrics by stage --
stage	instance area [um^2]	hold WS, ns
floorplan	190	0.304
global placement	438	0.759
detailed placement	438	0.760
CTS	453	0.503
global route	460	0.501
finish	460	0.503
-- worst paths after layout --
path	start	end	slack (ns)
worst min-delay path	manual_fan_control	fan_output	0.50
worst max-delay path	light_output	light_output	0.04
-- layout by cell type (no fill, tap or decap), drive strengths merged --
cell	count
buf	1
clkbuf	3
clkdlybuf4s15	5
clkdlybuf4s50	12
dfxtp	6
dlygate4sd2	2
mux2	2
nand2	5
nand2b	1
nor2	1
o21ai	1
or2	1
-- state kept, by name (all words and copies together), names as in the netlist --
name                   flops
ac_output                  1
alarm_output               1
cooling_system_output      1
fan_output                 1
heating_system_output      1
light_output               1
-- layout make-up --
| type | count | share of cell area [%] |
|---|---|---|
| clock buffer | 3 | 4.89 |
| timing repair buffer | 20 | 42.4 |
| sequential | 6 | 26.6 |
| multi-input combinational | 11 | 13.6 |
| tap | 46 | 12.5 |
-- logic make-up (layout without fill, tap and decap cells) --
kind of cell / after synthesis / in the layout / synth area share (%)
AND/OR/NAND/NOR: 8 / 8 / 18.4
AND-OR/OR-AND: 1 / 1 / 2.63
flip-flops: 6 / 6 / 63.2
buffers and inverters: 1 / 23 / 3.95
multiplexers: 2 / 2 / 11.8
-- tightest hold or removal path: cells and delay by family --
| family | cells | cell delay, ns |
|---|---|---|
| buffers and inverters | 1 | 0.39 |
| AND/OR/NAND/NOR | 2 | 0.10 |
-- power breakdown --
group / switching, W / total, W / internal [W]
Sequential: 0.00000438 / 0.000264 / 0.000260
Clock: 0.0000784 / 0.000213 / 0.000135
Combinational: 0.0000208 / 0.0000965 / 0.0000757
-- timing repair --
action / CTS / global route
pin swaps: 0 / 0
resized: 8 / 6
endpoints found under the setup margin: 7 / 5
gates cloned: 0 / 0
Power and IR drop assume default switching activity.
